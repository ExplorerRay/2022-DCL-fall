`run.sh`:
```
#!/bin/bash
# OpenROAD 26Q1-2900-gdf79404cd8, Yosys 0.63+post, stock flow scripts
make -C /OpenROAD-flow-scripts/flow DESIGN_CONFIG=/design/flow/config.mk WORK_HOME=/design/flow/orfs finish
```
`config.mk`:
```
export PLATFORM = sky130hd
export DESIGN_NAME = lab6
export DESIGN_NICKNAME = lab6
export VERILOG_FILES = /design/flow/design.v
export SDC_FILE = /design/flow/constraint.sdc
export NUM_CORES = 4
export LEC_CHECK = 1
export CORE_UTILIZATION = 30
```
`constraint.sdc`:
```
current_design lab6

set clk_period 36.1
set clk_io_pct 0.2

create_clock -name clk0 -period $clk_period [get_ports {clk}]

set non_clock_inputs [all_inputs -no_clocks]
set_input_delay [expr $clk_period * $clk_io_pct] -clock clk0 $non_clock_inputs
set_output_delay [expr $clk_period * $clk_io_pct] -clock clk0 [all_outputs]
```
`design.v`:
```
`timescale 1ns / 1ps
module lab6(
  input  clk,
  input  reset_n,
  input  [3:0] usr_btn,
  output [3:0] usr_led,
  input  uart_rx,
  output uart_tx
);
localparam [2:0] S_MAIN_INIT = 0, S_MAIN_PROMPT = 1,
                 S_MAIN_READ_NUM = 2, S_MAIN_REPLY = 3,
				 S_MAIN_DIVIDE = 4; 
localparam [1:0] S_UART_IDLE = 0, S_UART_WAIT = 1,
                 S_UART_SEND = 2, S_UART_INCR = 3;  
localparam INIT_DELAY = 100_000;  
localparam PROMPT_STR = 0;   
localparam PROMPT_LEN = 35;  
localparam PROMPT_sec_STR = PROMPT_LEN;
localparam PROMPT_sec_LEN = 36;
localparam REPLY_STR  = PROMPT_LEN + PROMPT_sec_LEN;  
localparam REPLY_LEN  = 37;  
localparam MEM_SIZE   = PROMPT_LEN + PROMPT_sec_LEN + REPLY_LEN;
wire enter_pressed;
wire print_enable, print_done;
reg [$clog2(MEM_SIZE):0] send_counter;
reg [1:0] P, P_next;
reg [1:0] Q, Q_next;
reg [$clog2(INIT_DELAY):0] init_counter;
reg [7:0] data[0:MEM_SIZE-1];
reg  [0:PROMPT_LEN*8-1] msg1 = { "\015\012Enter the first decimal number: ", 8'h00 };
reg  [0:PROMPT_sec_LEN*8-1] msg_sec = { "\015\012Enter the second decimal number: ", 8'h00 };
reg  [0:REPLY_LEN*8-1]  msg2 = { "\015\012The integer quotient is: 0x0000.\015\012", 8'h00 };
reg  [15:0] num_reg;   
reg  [15:0] num2_reg;   
reg  [15:0] quo_reg;   
reg  [2:0]  key_cnt;   
reg read_first;
wire transmit;
wire received;
wire [7:0] rx_byte;
reg  [7:0] rx_temp;   
wire [7:0] tx_byte;
wire [7:0] echo_key;  
wire is_num_key;
wire is_receiving;
wire is_transmitting;
wire recv_error;
uart uart(
  .clk(clk),
  .rst(~reset_n),
  .rx(uart_rx),
  .tx(uart_tx),
  .transmit(transmit),
  .tx_byte(tx_byte),
  .received(received),
  .rx_byte(rx_byte),
  .is_receiving(is_receiving),
  .is_transmitting(is_transmitting),
  .recv_error(recv_error)
);
integer idx;
always @(posedge clk) begin
  if (~reset_n) begin
    for (idx = 0; idx < PROMPT_LEN; idx = idx + 1) data[idx] = msg1[idx*8 +: 8];
	for (idx = 0; idx < PROMPT_sec_LEN; idx = idx + 1) data[idx+PROMPT_sec_STR] = msg_sec[idx*8 +: 8];
    for (idx = 0; idx < REPLY_LEN; idx = idx + 1) data[idx+REPLY_STR] = msg2[idx*8 +: 8];
  end
  else if (P == S_MAIN_REPLY) begin  
	  data[REPLY_STR+30-1] <= ((quo_reg[15:12] > 9)? "7" : "0") + quo_reg[15:12];
      data[REPLY_STR+31-1] <= ((quo_reg[11: 8] > 9)? "7" : "0") + quo_reg[11: 8];
      data[REPLY_STR+32-1] <= ((quo_reg[ 7: 4] > 9)? "7" : "0") + quo_reg[ 7: 4];
      data[REPLY_STR+33-1] <= ((quo_reg[ 3: 0] > 9)? "7" : "0") + quo_reg[ 3: 0];
  end
end
assign usr_led = usr_btn;
assign enter_pressed = (rx_temp == 8'h0D);  
always @(posedge clk) begin
  if (~reset_n) P <= S_MAIN_INIT;
  else P <= P_next;
end
always @(posedge clk) begin
	if(~reset_n) read_first <= 0;
	else if(P == S_MAIN_READ_NUM && enter_pressed) begin
		read_first <= ~read_first;
	end
end
always @(*) begin  
  case (P)
    S_MAIN_INIT:  
	  if (init_counter < INIT_DELAY) P_next = S_MAIN_INIT;
	  else P_next = S_MAIN_PROMPT;
    S_MAIN_PROMPT:  
      if (print_done) P_next = S_MAIN_READ_NUM;
      else P_next = S_MAIN_PROMPT;
    S_MAIN_READ_NUM:  
      if (enter_pressed) P_next = (read_first==1) ? S_MAIN_REPLY : S_MAIN_PROMPT;
      else P_next = S_MAIN_READ_NUM;
    S_MAIN_REPLY:  
      if (print_done) P_next = S_MAIN_INIT;
      else P_next = S_MAIN_REPLY;
  endcase
end
assign print_enable = (P != S_MAIN_PROMPT && P_next == S_MAIN_PROMPT) ||
                  (P == S_MAIN_READ_NUM && P_next == S_MAIN_REPLY);
assign print_done = (tx_byte == 8'h0);
always @(posedge clk) begin
  if (P == S_MAIN_INIT) init_counter <= init_counter + 1;
  else init_counter <= 0;
end
always @(posedge clk) begin
  if (~reset_n) Q <= S_UART_IDLE;
  else Q <= Q_next;
end
always @(*) begin  
  case (Q)
    S_UART_IDLE:  
      if (print_enable) Q_next = S_UART_WAIT;
      else Q_next = S_UART_IDLE;
    S_UART_WAIT:  
      if (is_transmitting == 1) Q_next = S_UART_SEND;
      else Q_next = S_UART_WAIT;
    S_UART_SEND:  
      if (is_transmitting == 0) Q_next = S_UART_INCR;  
      else Q_next = S_UART_SEND;
    S_UART_INCR:
      if (tx_byte == 8'h0) Q_next = S_UART_IDLE;  
      else Q_next = S_UART_WAIT;
  endcase
end
assign transmit = (Q_next == S_UART_WAIT ||
                  (P == S_MAIN_READ_NUM && received) ||
                   print_enable);
assign is_num_key = (rx_byte > 8'h2F) && (rx_byte < 8'h3A) && (key_cnt < 5);
assign echo_key = (is_num_key || rx_byte == 8'h0D)? rx_byte : 0;
assign tx_byte  = ((P == S_MAIN_READ_NUM) && received)? echo_key : data[send_counter];
always @(posedge clk) begin
  case (P_next)
    S_MAIN_INIT: send_counter <= PROMPT_STR;
    S_MAIN_READ_NUM: send_counter <= (read_first==1) ? REPLY_STR : PROMPT_sec_STR;
    default: send_counter <= send_counter + (Q_next == S_UART_INCR);
  endcase
end
always @(posedge clk) begin
  if (~reset_n || (P == S_MAIN_INIT || P == S_MAIN_PROMPT)) key_cnt <= 0;
  else if (received && is_num_key) key_cnt <= key_cnt + 1;
end
reg [15:0] Quo,R;  
integer i;
always @(*) begin
    Quo = 0;
    R = 0;
    for(i=15;i>=0;i=i-1) begin
        R = R << 1;
        R[0] = num_reg[i];
        if(R >= num2_reg) begin
            R = R-num2_reg;
            Quo[i] = 1;
        end
    end
end
always @(posedge clk)begin  
	if(~reset_n) quo_reg <= 0;
	else begin
	   quo_reg <= Quo;  
	end
end
always @(posedge clk)begin
  if (~reset_n) num_reg <= 0;
  else if (P == S_MAIN_INIT) num_reg <= 0;
  else if (received && is_num_key && read_first==0) num_reg <= (num_reg * 10) + (rx_byte - 48);  
end
always @(posedge clk)begin  
  if (~reset_n) num2_reg <= 0;
  else if (P == S_MAIN_INIT) num2_reg <= 0;
  else if (received && is_num_key && read_first==1) num2_reg <= (num2_reg * 10) + (rx_byte - 48);
end
always @(posedge clk) begin
  rx_temp <= (received)? rx_byte : 8'h0;
end
endmodule
`timescale 1ns / 1ps
module uart(
    input clk,  
    input rst,  
    input rx,   
    output tx,  
    input transmit,          
    input [7:0] tx_byte,     
    output received,         
    output [7:0] rx_byte,    
    output is_receiving,     
    output is_transmitting,  
    output recv_error        
    );
parameter CLOCK_DIVIDE = 651;  
parameter RX_IDLE = 0;
parameter RX_CHECK_START = 1;
parameter RX_READ_BITS = 2;
parameter RX_CHECK_STOP = 3;
parameter RX_DELAY_RESTART = 4;
parameter RX_ERROR = 5;
parameter RX_RECEIVED = 6;
parameter TX_IDLE = 0;
parameter TX_SENDING = 1;
parameter TX_DELAY_RESTART = 2;
reg [10:0] rx_clk_divider = CLOCK_DIVIDE;
reg [10:0] tx_clk_divider = CLOCK_DIVIDE;
reg       rx_ff;
reg [2:0] recv_state = RX_IDLE;
reg [5:0] rx_countdown;
reg [3:0] rx_bits_remaining;
reg [7:0] rx_data;
reg tx_out = 1;
reg [1:0] tx_state = TX_IDLE;
reg [5:0] tx_countdown;
reg [3:0] tx_bits_remaining;
reg [7:0] tx_data;
assign received = (recv_state == RX_RECEIVED);
assign recv_error = (recv_state == RX_ERROR);
assign is_receiving = (recv_state != RX_IDLE);
assign rx_byte = rx_data;
assign tx = tx_out;
assign is_transmitting = tx_state != TX_IDLE;
always @(posedge clk) begin
  if (rst) begin
    recv_state = RX_IDLE;
    tx_state = TX_IDLE;
  end
  else begin
    rx_ff <= rx;
  end
  rx_clk_divider = rx_clk_divider - 1;
  if (!rx_clk_divider) begin
    rx_clk_divider = CLOCK_DIVIDE;
    rx_countdown = rx_countdown - 1;
  end
  tx_clk_divider = tx_clk_divider - 1;
  if (!tx_clk_divider) begin
    tx_clk_divider = CLOCK_DIVIDE;
    tx_countdown = tx_countdown - 1;
  end
  case (recv_state)
    RX_IDLE: begin
      if (!rx_ff) begin
        rx_clk_divider = CLOCK_DIVIDE;
        rx_countdown = 8;
        recv_state = RX_CHECK_START;
      end
    end
    RX_CHECK_START: begin
      if (!rx_countdown) begin
        if (!rx_ff) begin
          rx_countdown = 16;
          rx_bits_remaining = 8;
          recv_state = RX_READ_BITS;
        end else begin
          recv_state = RX_ERROR;
        end
      end
    end
    RX_READ_BITS: begin
      if (!rx_countdown) begin
        rx_data = {rx_ff, rx_data[7:1]};
        rx_countdown = 16;
        rx_bits_remaining = rx_bits_remaining - 1;
        recv_state = rx_bits_remaining ? RX_READ_BITS : RX_CHECK_STOP;
      end
    end
    RX_CHECK_STOP: begin
      if (!rx_countdown) begin
        recv_state = rx_ff ? RX_RECEIVED : RX_ERROR;
      end
    end
    RX_DELAY_RESTART: begin
      recv_state = rx_countdown ? RX_DELAY_RESTART : RX_IDLE;
    end
    RX_ERROR: begin
      rx_countdown = 32;
      recv_state = RX_DELAY_RESTART;
    end
    RX_RECEIVED: begin
      recv_state = RX_IDLE;
    end
    default: recv_state = RX_IDLE;
  endcase
  case (tx_state)
    TX_IDLE: begin
      if (transmit) begin
        tx_data = tx_byte;
        tx_clk_divider = CLOCK_DIVIDE;
        tx_countdown = 16;
        tx_out = 0;
        tx_bits_remaining = 8;
        tx_state = TX_SENDING;
      end
    end
    TX_SENDING: begin
      if (!tx_countdown) begin
        if (tx_bits_remaining) begin
          tx_bits_remaining = tx_bits_remaining - 1;
          tx_out = tx_data[0];
          tx_data = {1'b0, tx_data[7:1]};
          tx_countdown = 16;
          tx_state = TX_SENDING;
        end else begin
          tx_out = 1;
          tx_countdown = 32;
          tx_state = TX_DELAY_RESTART;
        end
      end
    end
    TX_DELAY_RESTART: begin
      tx_state = tx_countdown ? TX_DELAY_RESTART : TX_IDLE;
    end
    default: tx_state = TX_IDLE;
  endcase
end
endmodule
```
==> Slide: Implementation Results <==
Implementation Results

Routing
  • DRT iter0 DRCs: 1806
  • DRC Markers: 0
  • DR pass1 iterations: 5
  • Antenna Cells: 0
  • Vias per cell: 5.48
  • Final antenna-violating net count: 0
  • Overall via count from detail_route: about 24000
  • Routed len/inst: 17.3 um
  • Routed wire length: ~76000 um

Logic synthesis
  • Register share after synthesis: between 10% and 20%
  • Share of flip-flops with an asynchronous set or reset: 0%
  • Cell area after synthesis: 25100 um2
  • Yosys cell types: 102
  • Yosys Warn Count: 3
  • Synthesized area per cell: roughly 7.5 um2
  • Dominant synthesized flop cell: dfxtp_1
  • Synthesized instance count: around 3300
  • Flip-flops with a built-in enable: 26
  • Top cells by area: ha_1 (17%), dfxtp_1 (13%), xnor2_1 (5.6%)
  • Post-synth top area share: 16.9%
  • #FFs+latches synth: ~190
  • Cell type with the largest total area: ha_1
  • Summed standard-cell area reported by yosys: approximately 25000 um2
  • # Cells Yosys: roughly 3300

Cells and area
  • Layout cells sized above 1: 8.01%
  • Area growth syn-to-layout: 9.71%
  • Most flops, register: data
  • Max FFs per register: 28
  • Biggest registers after layout: data: 28 flops, init_counter: 18 flops
  • Post-layout util: between 30% and 40%

Critical path
  • Flop-to-flop setup slack: between 2 and 2.5 ns
  • Worst r2r src: num_reg[15]
  • Top delay family on crit path: AND-OR/OR-AND gates
  • Worst path bufs/invs: 17
  • Startpoint types: flop
  • Critical path class: flop to flop
  • Req. time, crit path: roughly 36 ns
  • R2r worst-path depth: around 150
  • Max FO, Critical Path: 32
  • CP Data Arrival Time: 33.96 ns
  • Slowest stage delay, CP: slightly above 0.6 ns
  • Slowest CP cell: or4_1
  • Most repeated library cell on the critical path: ha_1
  • Worst Setup End Kind: flop
  • RR Endpoint: quo_reg[0]

Global routing
  • First-pass GRT wire length: about 120000 um
  • Antenna violations before repair: 2
  • GRT overflow: 0
  • GRT Util Overall: between 10% and 20%
  • Vias in the first global route: around 22000
  • Largest net degree at the start of global routing: ~56

STA
  • Period minus WS final: 33.64 ns
  • Final setup fails: 0
  • Setup TNS after final layout: 0 ns
  • FMAX: 0.0297 GHz
  • Final hold vios: 0
  • Setup Skew: 0.0145 ns
  • Max-slew violation count: 0
  • Relative slew slack: 30.8%
  • Period utilization: between 90% and 100%
  • Worst-Margin Slew: between 1 and 1.5 ns

Clock network
  • Clock root buffer: clkbuf_16
  • CTS tree: built
  • Worst-path clk slew: 0.07 ns
  • CTS sink count: 186
  • H-tree depth: 4
  • Total CTS buffers: 17
  • CTS max path bufs: 2
  • Late-Pin Clk Latency: around 0.45 ns

Floorplan
  • Floorplan core density: 30.4%
  • Chip Area: approximately 85000 um2
  • Core ar.: between 80000 and 90000 um2
  • Die W: between 200 and 300 um
  • Row count: ~110
  • Ports: 12
  • Die height: roughly 290 um

Placement
  • Hpwl dp: 57600 um
  • # port buffers: 3
  • GP Congestion: 0.995

Worst hold path
  • Hold path endpoint: uart.rx_clk_divider[0]
  • Min-delay src: uart.rx_clk_divider[0]
  • WHS Path Cells: 1
  • Hold WC Path Type: flop to flop

Job
  • Log Warnings: 29
  • Max_cap viols: 0

Outcome
  • Status: finished, final reports clean
-- logic make-up (layout without fill, tap and decap cells) --
logic type,after synthesis,in the layout,share of synthesized area [%]
other cells,1,1,0.0150
mux,69,69,2.97
compound gates,958,959,25.2
xor+xnor,246,246,8.59
fa+ha+maj,360,360,18.6
simple gates,1203,1203,23.7
flops,186,186,15.9
buf+inv,316,311,5.03
-- worst max-delay path by stage --
stage,startpoint,cells after the start,end
global route,num_reg[15],153,quo_reg[0]
finish,num_reg[15],152,quo_reg[0]
CTS,num_reg[15],153,quo_reg[0]
-- per-layer routing --
metal / up-vias / track usage (%) / share of wire (%)
met5: - / 0 / 0
met4: 0 / 3.73 / 2.4
met3: 117 / 1.68 / 4.9
met2: 611 / 28.2 / 45
met1: 11200 / 26.8 / 48
li1: 12200 / - / -
-- per-stage QoR --
| stage | instance area, um2 | setup WS (ns) | hold slack [ns] | std cells |
|---|---|---|---|---|
| floorplan | 25100 | 0.956 | 0.388 | 3339 |
| global placement | 26400 | 0.0787 | 0.408 | 4354 |
| detailed placement | 26400 | -0.516 | 0.409 | 4354 |
| CTS | 27000 | 0.0848 | 0.428 | 4386 |
| global route | 27500 | -0.0876 | 0.468 | 4405 |
| finish | 27500 | 2.46 | 0.425 | 4405 |
-- placed cells by master, fill, tap and decap left out, drive strengths merged, types with 15 or more instances in the layout --
master / netlist / final
a211oi: 35 / 35
a21boi: 27 / 27
a21o: 51 / 51
a21oi: 246 / 246
a31oi: 40 / 40
and2: 32 / 32
and3: 31 / 31
buf: 43 / 78
clkbuf: 75 / 19
dfxtp: 160 / 160
edfxtp: 26 / 26
fa: 22 / 22
ha: 338 / 338
inv: 197 / 206
mux2: 33 / 33
mux2i: 35 / 35
nand2: 308 / 308
nand2b: 45 / 45
nand3: 60 / 60
nand3b: 15 / 15
nand4: 57 / 57
nor2: 316 / 316
nor2b: 71 / 71
nor3: 104 / 104
nor4: 24 / 24
o211ai: 33 / 33
o21a: 64 / 64
o21ai: 211 / 211
o21bai: 24 / 24
o22ai: 18 / 18
o31a: 17 / 17
o31ai: 30 / 30
or2: 31 / 31
or3: 48 / 48
xnor2: 161 / 161
xor2: 85 / 85
-- synth_stat cells, types with 11 or more instances --
| cell | count |
|---|---|
| nand2_1 | 307 |
| nor3b_1 | 11 |
| buf_2 | 27 |
| clkbuf_1 | 75 |
| fa_1 | 22 |
| xnor2_1 | 161 |
| nand2b_1 | 45 |
| nand3b_1 | 15 |
| and2_1 | 32 |
| and3_1 | 31 |
| o22ai_1 | 18 |
| o221ai_1 | 14 |
| nor3_1 | 104 |
| or2_2 | 30 |
| o21bai_1 | 24 |
| inv_1 | 194 |
| a31oi_1 | 40 |
| a211oi_1 | 33 |
| o21ai_0 | 204 |
| a21o_1 | 51 |
| a211o_1 | 11 |
| dfxtp_1 | 160 |
| nand4_1 | 57 |
| xor2_1 | 85 |
| a22oi_1 | 13 |
| mux2i_1 | 35 |
| o21a_1 | 64 |
| ha_1 | 338 |
| edfxtp_1 | 26 |
| o31a_1 | 17 |
| nand3_1 | 60 |
| nor2_1 | 316 |
| or3_1 | 48 |
| nor2b_1 | 71 |
| a21oi_1 | 243 |
| o211ai_1 | 33 |
| o31ai_1 | 29 |
| nor4_1 | 23 |
| mux2_2 | 32 |
| a21boi_0 | 23 |
-- repair_timing --
action                                  CTS  global route
resized                                   6            72
pin swaps                                 0             8
endpoints found under the setup margin    1             2
buffers inserted                          0            18
hold buffers                              0             0
cloned                                    0             1
-- layout make-up --
type                       count  area [um2]
multi-input combinational   2838       20200
fill                        8535       54900
tap                         1070        1340
clock buffer                  19         454
inverter                     198         743
clock inverter                13         143
sequential                   186        3990
timing repair buffer          81         652
